### design/flow/run.sh
#!/bin/bash
# OpenROAD 26Q1-2900-gdf79404cd8, Yosys 0.63+post, stock flow scripts
make -C /OpenROAD-flow-scripts/flow DESIGN_CONFIG=/design/flow/config.mk WORK_HOME=/design/flow/orfs finish
### design/flow/config.mk
export PLATFORM = sky130hd
export DESIGN_NAME = DataMem
export DESIGN_NICKNAME = DataMem
export VERILOG_FILES = /design/flow/design.v
export SDC_FILE = /design/flow/constraint.sdc
export NUM_CORES = 4
export LEC_CHECK = 1
export CORE_UTILIZATION = 40
### design/flow/design.v
`timescale 1ns / 1ps
module DataMem(MemRead, MemWrite, addr, write_data, read_data);
    input MemRead, MemWrite;
    input[8:0] addr;
    input[31:0] write_data;
    output[31:0] read_data;
    reg[31:0] Data_Memory[127:0];
    always @(posedge MemWrite)
        begin
                Data_Memory[addr[8:0]] <= write_data;
        end
    assign read_data = (MemRead == 1) ? Data_Memory[addr[8:0]] : 32'b0;
endmodule  
### design/flow/constraint.sdc
current_design DataMem

set clk_period 79.9
set clk_io_pct 0.2

create_clock -name clk0 -period $clk_period [get_ports {MemWrite}]

set non_clock_inputs [all_inputs -no_clocks]
set_input_delay [expr $clk_period * $clk_io_pct] -clock clk0 $non_clock_inputs
set_output_delay [expr $clk_period * $clk_io_pct] -clock clk0 [all_outputs]
==> run summary <==
Status: completed
DR pass1 iterations: 6
Die height: 630.2 um
CTS sink cnt: 4096
Post-DP HPWL: 294600 um
Leak: 56.43 nW
Pre-Place Util: 0.4021
Core outline area: 392500 um^2
Average size of a mapped cell: 17.02 um^2
TNS Setup: 0 ns
Vias per inst: 6.125
Top-Level Pins: 75
Hold Startpoint: write_data[29]
Global Route Usage Sum: 0.2789
Critical-path top delay cell: a311oi_1
Crit path kind: in2out
CTS resizes: 0
CP top delay family: buffers and inverters
Die ar.: 397100 um^2
CTS Root Buffer Type: clkbuf_16
Post-synthesis instance total: 9276
Data arrival, critical path: 22.96 ns
CP max FO: 53
Yosys Warn Count: 1
Cell Type Count: 65
Launch point of the critical path: addr[0]
Final Hold Slack: 15.22 ns
Initial antenna violation count: 45
Port-buffer cells: 72
Per-cell routed wire length: 33.72 um
Vias in the first global route: 98344
Tool Warnings: 31
Comb pwr share: 0.063
Register share after synthesis: 0.7792
Unrepaired setup endpoints after global routing: false
Flop pwr share: 0.526
M2 GR Usage: 0.3879
Worst EP required: 63.92 ns
DIE WIDTH: 630.2 um
Cell Area, Synth: 157800 um^2
# Cells Yosys: 9276
Worst hold path class: in2reg
Synthesized registers: 4096
Share of layout cells above drive strength 1: 0.1566
Switching Share: 0.2257
Main flop type: edfxtp_1
CP Capture Type: primary output
Final worst-path cycle share: 0.4873
Initial drt markers: 6321
ANT nets after route: 0
Most used cell, CP: buf_4
Fin. max-slew vios: 0
Clk buf depth: 4
Slew Limit Headroom: 0.1919
CTS tree: yes
Buffers & Inverters on Critical Path: 7
Worst setup SP type: primary input
Vias: 92672
First-pass GRT wire length: 713100 um
M3 GR Usage: 0.2530
Placer Congestion: 0.9351
Residual DRC: 0
FMAX: 25.68 MHz
CTS Hold Bufs: 0
H-tree lvl count: 5
Flip-flops with a built-in enable: 4096
Pwr/cell area: 25.17 nW/um^2
# rows: 230
Actual slew at the worst max-slew pin: 1.212 ns
Psw: 1.022 mW
P&R area growth vs syn: 13.97%
M1 GR Usage: 0.2834
Max capacitance violation total: 0
GR peak layer: met2
Clock power frac: 0.410
Clock-pin slew on the worst setup and hold paths: 0.06 ns
Largest stage delay on the critical path: 1.00 ns
Post-synth ARST share: 0
Final hold vios: 0
Post-CTS setup buffers: 0
Post-Route WL: 510100 um
PnR Total Power: 4.528 mW
VDD IR max: 0.01784 mV
Final setup viols: 0
Max reg flops: 4096
Yosys stat chip area: 157800 um^2
Crit-path cells: buf_8 > buf_12 > buf_4 > and2_4 > buf_4 > buf_4 > buf_4 > a22oi_1 > o22ai_1 > or2_2 > o21ai_0 > a311oi_1 > or3_1 > clkdlybuf4s50_1
GRT Residual Overflow: 0
Largest net degree at the start of global routing: 102
Int Pwr: 3.506 mW
Min Clock Period, post-route: 38.94 ns
Clock buffer count from CTS: 406
[cells in the final DEF, fill, tap and decap left out, drive strengths merged, types with 42 or more instances in the layout]
master / n
a21oi: 648
a221o: 125
a221oi: 552
a222oi: 42
a22o: 93
a22oi: 299
a31oi: 60
buf: 548
clkbuf: 493
clkinv: 175
diode: 50
edfxtp: 4096
mux2: 192
mux2i: 410
mux4: 54
nand2: 464
nor2: 399
nor2b: 48
o21ai: 261
o221ai: 117
o22ai: 149
o2bb2ai: 72
[synthesized netlist by cell type, types with 28 or more instances]
library cell / count / area share
edfxtp_1: 4096 / 0.78
a21oi_1: 648 / 0.021
a221oi_1: 552 / 0.031
nand2_1: 464 / 0.011
mux2i_1: 410 / 0.026
nor2_1: 398 / 0.0095
clkbuf_1: 315 / 0.0075
a22oi_1: 299 / 0.014
buf_2: 281 / 0.0089
o21ai_0: 261 / 0.0083
mux2_2: 192 / 0.014
o22ai_1: 149 / 0.0059
a221o_1: 125 / 0.0079
o221ai_1: 117 / 0.0065
a22o_1: 93 / 0.0052
buf_1: 85 / 0.0020
o2bb2ai_1: 72 / 0.0040
a31oi_1: 60 / 0.0024
mux4_2: 54 / 0.0077
nor2b_1: 48 / 0.0019
a222oi_1: 42 / 0.0027
nor3_1: 38 / 0.0012
nand3_1: 37 / 0.0012
a211oi_1: 36 / 0.0017
o22a_1: 32 / 0.0018
a21o_1: 30 / 0.0014
or3_1: 29 / 0.0011
buf_4: 28 / 0.0013
[through the flow]
stage	instance area (um^2)	instances	util	setup WS [ns]
after global placement	166900	14354	0.4252	41.39
after detailed placement	166900	14354	0.4252	41.35
final	179900	15129	0.4583	40.96
after CTS	179800	15079	0.4580	41.36
after floorplan	157800	9276	-	45.97
after global routing	179800	15110	0.4582	40.98
[final timing paths]
kind                                          to  slack (ns)  cells after the start
setup / recovery                   read_data[20]       40.96                     14
hold / removal    Data_Memory[102][29]$_DFFE_PP_       15.22                      1
[layer usage]
layer,share of wire,routed length (um)
met5,0.0030,1506
met1,0.29,149800
met4,0.060,30470
met3,0.20,103400
met2,0.44,224900
[power by group through the flow]
stage	registers (mW)	logic [mW]	clock network (mW)
global route	2.38	0.301	1.96
CTS	2.38	0.282	1.87
finish	2.38	0.287	1.86
[area by class of cell]
cell class / count / area, um^2
Antenna cell: 50 / 125.1
Inverter: 5 / 38.79
Clock buffer: 493 / 10530
Tap cell: 5220 / 6531
Fill cell: 32206 / 212600
Multi-Input combinational cell: 4451 / 32760
Sequential cell: 4096 / 123000
Timing Repair Buffer: 582 / 4582
Clock inverter: 232 / 2333
[kinds of logic (layout without fill, tap and decap cells)]
kind of cell / Yosys count / in the layout / share of synthesized area
AND/OR/NAND/NOR: 1097 / 1097 / 0.02943
buffers and inverters: 729 / 1312 / 0.02094
AND-OR/OR-AND: 2698 / 2698 / 0.1230
multiplexers: 656 / 656 / 0.04740
flip-flops: 4096 / 4096 / 0.7792
other: 0 / 50 / 0
Power and IR drop assume default switching activity.
