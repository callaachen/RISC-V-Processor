`/design/flow/config.mk`:
```
export PLATFORM = sky130hd
export DESIGN_NAME = InstMem
export DESIGN_NICKNAME = InstMem
export VERILOG_FILES = /design/flow/design.v
export SDC_FILE = /design/flow/constraint.sdc
export NUM_CORES = 4
export LEC_CHECK = 1
export CORE_AREA = 10 10 70 70
export DIE_AREA = 0 0 80 80
```
`/design/flow/constraint.sdc`:
```
current_design InstMem

set clk_period 1.1
set clk_io_pct 0.2

create_clock -name clk0 -period $clk_period

set non_clock_inputs [all_inputs -no_clocks]
set_input_delay [expr $clk_period * $clk_io_pct] -clock clk0 $non_clock_inputs
set_output_delay [expr $clk_period * $clk_io_pct] -clock clk0 [all_outputs]
```
`/design/flow/design.v`:
```
`timescale 1ns / 1ps
module InstMem(
  input[7:0] addr,
  output wire[31:0] instruction
);
reg[31:0] memory[63:0];
    initial
        begin   
            memory[0] = 32'h00007033;      
            memory[1] = 32'h00100093;      
            memory[2] = 32'h00200113;      
            memory[3] = 32'h00308193;      
            memory[4] = 32'h00408213;      
            memory[5] = 32'h00510293;      
            memory[6] = 32'h00610313;      
            memory[7] = 32'h00718393;      
            memory[8] = 32'h00208433;      
            memory[9] = 32'h404404b3;      
            memory[10] = 32'h00317533;     
            memory[11] = 32'h0041e5b3;     
            memory[12] = 32'h0041a633;     
            memory[13] = 32'h007346b3;     
            memory[14] = 32'h4d34f713;     
            memory[15] = 32'h8d35e793;     
            memory[16] = 32'h4d26a813;     
            memory[17] = 32'h4d244893;     
            memory[18] = 32'h02b02823;     
            memory[19] = 32'h03002603;     
        end
     assign instruction = memory[addr[7:2]];
endmodule  
```
`/design/flow/run.sh`:
```
#!/bin/bash
# OpenROAD 26Q1-2900-gdf79404cd8, Yosys 0.63+post, stock flow scripts
make -C /OpenROAD-flow-scripts/flow DESIGN_CONFIG=/design/flow/config.mk WORK_HOME=/design/flow/orfs finish
```
==> notes.org <==
* Implementation run

** Timing
- Minimum clock period :: 1.40 ns
- Setup repair after global routing missed its margin :: true
- Final Max Slew Viols :: 0
- Setup slack of the critical path after layout :: -0.304 ns
- In the finished design, the share of the clock period the worst path needs comes to 128%.
- Per the finish-stage timing summary, setup violations number 21.
- Fmax :: 712 MHz
- Hold Fails Final Rpt :: 0
- Setup TNS :: -3.92 ns

** Run
- Maxcap violations :: 0
- Warnings raised by the tools during the run amount to 43.

** Hold path
- Looking at hold timing, the worst path starts from addr[6].
- Class of the worst hold path :: input pin to primary output

** Worst setup path
- Crit path DAT :: 1.18 ns
- The critical path ends at instruction[20].
- STA classifies the critical path endpoint as a primary output.
- For reference, the critical path is launched at addr[5].
- For the worst setup path, the data required time is 0.88 ns.
- STA classifies the critical path startpoint as an input pin.
- Classification of the worst setup path :: input pin to primary output
- Along the worst path, the maximum fanout reaches 3.

** Global routing
- Global route overflow :: 0
- Via count of the first global-routing pass :: 927
- Global routing used 8.40% of the available tracks.
- Maximum number of pins on one net before global-route repair :: 10
- The first global-routing pass estimated 4540 um of wire.
- Number of antenna violations at the first check in global routing :: 0

** Floorplan
- Initial Util :: 17.0%
- The overall die size recorded for this design is 6400 sq um.
- In this run the horizontal extent of the chip is 80 um.
- Per the OpenROAD floorplan log, the height of the die is 80 um.
- Top-Level Pins :: 40
- The core region is 3420 sq um.
- After floorplanning, the core was divided into 21 placement rows.

** Drt
- For this run, design rule violations remaining after detail routing come to 0.
- In the final routed layout, each cell accounts on average for 14.6 um.
- In the routed layout, each cell is associated on average with a via count of 4.24.
- Number of nets with antenna violations after detailed routing :: 0
- The first detailed-routing pass ran for 4 iterations.
- Detailed-route iteration 0 reported a violation count of 24.
- Per the detailed-route log, wirelength across all metal layers totals 2910 um.
- For this block, the via count after detailed routing is 843.
- Per the detail_route report, inserted antenna diodes total 0.

** Cells and area
- The final layout report lists a filler cell count of 334.
- Final sequential cell count :: 0
- Share of final-layout standard cells stronger than drive strength 1 :: 73.9%
- In the final layout, flip-flops and latches occupy 0 sq um.
- P&R area growth vs syn :: 145%
- The library cells used most frequently in the layout, excluding fill and tap cells, are sky130_fd_sc_hd__buf_6, sky130_fd_sc_hd__buf_4, sky130_fd_sc_hd__buf_2.
- The most common logic cell in the final layout is sky130_fd_sc_hd__buf_6.
- Non-filler instance count after layout :: 199
- Cell area after layout :: 1430 sq um
- For this run, the share of the core covered by cells in the final layout is 41.7%.
- Clock Buffer Count :: 0

** Placed design
- Area of placed instances :: 966 sq um
- For this run the detailed placement stage logged an HPWL of 1630 um.
- The placement report lists the number of port buffers as 29.
- Including well taps, the total number of placed cells is 167.
- Final RePlAce weighted congestion :: 0.818

** Synthesis
- Counting every instance in the synthesized netlist gives 85.
- Proportion of synthesized chip area in sequential cells :: 0%
- Count of distinct cell types in the synthesized netlist :: 27
- Syn Std Cell Area :: 582 sq um
- Synth Warn # :: 1
- Yosys stat counts 85 cells in the synthesized netlist.
- Post-synthesis area per instance :: 6.84 sq um
- Yosys stat area :: 582 sq um

** Power and ir drop
- The completed layout was analyzed and its total power is 0.000532 W.
- Maximum vdd drop :: 180 uV
- Power per Cell Area :: 374 nW/um^2
- The script extracted a total leakage power of 0.697 nW.

** Outcome
- Run status :: finished, violations left
- Violations in the final reports :: setup timing
[cell type report]
class / count / area (sq um) / share of cell area (%)
Timing Repair Buffer: 77 / 689 / 48.4
Multi-Input combinational cell: 69 / 636 / 44.6
Tap cell: 46 / 57.6 / 4.04
Inverter: 7 / 42.5 / 2.99
[cells by family after synthesis]
family	share of synthesized area, %
simple gates	23.7
other cells	1.29
compound gates	29.9
mux	5.16
buf+inv	27.1
fa+ha+maj	12.9
[routing by layer]
layer | global-route usage, % | part of all wire [%]
met2 | 15.5 | 54
met1 | 10.7 | 44
met3 | 0.455 | 2.4
met5 | 0 | 0
met4 | 0.704 | 0
[power breakdown]
part           total [W]  leakage [nW]  internal, W  switching, W
clock network          0             0            0             0
registers              0             0            0             0
logic           0.000532         0.697     0.000307      0.000226
[worst max-delay path, stage by stage]
cell	delay, ns
sky130_fd_sc_hd__buf_8	0.11
sky130_fd_sc_hd__buf_12	0.12
sky130_fd_sc_hd__buf_6	0.11
sky130_fd_sc_hd__and3b_2	0.23
sky130_fd_sc_hd__buf_6	0.12
sky130_fd_sc_hd__o31ai_4	0.15
sky130_fd_sc_hd__buf_2	0.13
[through the flow]
stage / hold WS [ns] / setup WS, ns
floorplan: 0.535 / -0.0455
global placement: 1.55 / -1.10
detailed placement: 1.56 / -1.10
CTS: 0.791 / -0.320
global route: 0.772 / -0.368
finish: 0.750 / -0.304
[cell usage after synthesis, types with 2 or more instances]
| library cell | number | share of area [%] |
|---|---|---|
| sky130_fd_sc_hd__nand2_1 | 9 | 5.8 |
| sky130_fd_sc_hd__nor2b_1 | 3 | 3.2 |
| sky130_fd_sc_hd__inv_1 | 5 | 3.2 |
| sky130_fd_sc_hd__conb_1 | 2 | 1.3 |
| sky130_fd_sc_hd__mux2i_1 | 3 | 5.2 |
| sky130_fd_sc_hd__inv_2 | 2 | 1.3 |
| sky130_fd_sc_hd__buf_4 | 10 | 13 |
| sky130_fd_sc_hd__buf_6 | 5 | 9.7 |
| sky130_fd_sc_hd__a21oi_1 | 11 | 9.5 |
| sky130_fd_sc_hd__ha_1 | 6 | 13 |
| sky130_fd_sc_hd__o31ai_2 | 2 | 4.3 |
| sky130_fd_sc_hd__nor2_1 | 6 | 3.9 |
| sky130_fd_sc_hd__and2b_1 | 2 | 2.6 |
| sky130_fd_sc_hd__o21ai_1 | 6 | 5.2 |
[worst min-delay path by stage]
stage	to	slack, ns	cells past startpoint
CTS	instruction[13]	0.79	3
global route	instruction[13]	0.77	3
finish	instruction[13]	0.75	3
[timing repair]
item                                    in CTS  in global routing
hold buffers                                 0                  0
setup buffers                               25                  8
endpoints found under the setup margin      24                 22
pin swaps                                   19                 17
gates cloned                                 2                  0
resized                                    142                 32
No activity file was given, so power comes from the tool's default toggle rates.
