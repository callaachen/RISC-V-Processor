==> /design/flow/design.v <==
`timescale 1ns / 1ps
module alu_32 (
    input[31:0] A_in, B_in,          
    input[3:0] ALU_Sel,              
    output[31:0] ALU_Out,            
    output reg Carry_Out,          
    output Zero,                     
    output reg Overflow = 1'b0       
    );
    reg[31:0] ALU_Result; 
    reg[32:0] temp;
    reg[32:0] twos_com;  
    assign ALU_Out = ALU_Result;
    assign Zero = (ALU_Result == 0);
    always@(*)
        begin
            Overflow = 1'b0;
            Carry_Out = 1'b0;
            case(ALU_Sel)
                4'b0000:  
                    ALU_Result = A_in & B_in;
                4'b0001:  
                   ALU_Result = A_in | B_in;
                4'b0010:  
                    begin
                        ALU_Result = $signed(A_in) + $signed(B_in);
                        temp = {1'b0, A_in} + {1'b0, B_in};
                        Carry_Out = temp[32];
                        if ((A_in[31] & B_in[31] & ~ALU_Out[31]) | 
                            (~A_in[31] & ~B_in[31] & ALU_Out[31]))
                            Overflow = 1'b1;
                        else
                            Overflow = 1'b0;
                     end
                 4'b0110:  
                    begin
                        ALU_Result = $signed(A_in) - $signed(B_in);
                        twos_com = ~(B_in) + 1'b1;
                        if((A_in[31] & twos_com[31] & ~ALU_Out[31]) | 
                           (~A_in[31] & ~twos_com[31] & ALU_Out[31]))
                            Overflow = 1'b1;
                        else
                            Overflow = 1'b0;
                    end
                  4'b0111:  
                    ALU_Result = ($signed(A_in) < $signed(B_in)) ? 32'd1 : 32'd0;
                  4'b1100:  
                    ALU_Result = ~(A_in | B_in);
                  4'b1111:  
                    ALU_Result = (A_in == B_in) ? 32'd1 : 32'd0;
                  default: ALU_Result = A_in + B_in;
            endcase
         end
endmodule
==> /design/flow/run.sh <==
#!/bin/bash
# OpenROAD 26Q1-2900-gdf79404cd8, Yosys 0.63+post, stock flow scripts
make -C /OpenROAD-flow-scripts/flow DESIGN_CONFIG=/design/flow/config.mk WORK_HOME=/design/flow/orfs finish
==> /design/flow/config.mk <==
export PLATFORM = sky130hd
export DESIGN_NAME = alu_32
export DESIGN_NICKNAME = alu_32
export VERILOG_FILES = /design/flow/design.v
export SDC_FILE = /design/flow/constraint.sdc
export NUM_CORES = 4
export LEC_CHECK = 1
export CORE_UTILIZATION = 40
==> /design/flow/constraint.sdc <==
current_design alu_32

set clk_period 19.6
set clk_io_pct 0.2

create_clock -name clk0 -period $clk_period

set non_clock_inputs [all_inputs -no_clocks]
set_input_delay [expr $clk_period * $clk_io_pct] -clock clk0 $non_clock_inputs
set_output_delay [expr $clk_period * $clk_io_pct] -clock clk0 [all_outputs]
==> results.txt <==
fresh numbers from the pnr run: P per Cell Area=~33 nW/um^2, tool warnings=between 90 and 100, Worst IR Drop VDD=about 0.018 mV, fin crit period=between 10 and 15 ns, initial drt markers=around 600, worst path buffer plus inverter count=3, critical path arrival=approximately 9.3 ns, GR Util All Layers=31.7%, DP Wirelength=20000 microns, main area contributors=ha_1 19%, a21oi_1 7.2%, inv_1 5.8%, Pre-Place Util=41.0%, synthesis area per yosys=between 6000 and 7000 sq um, grt ovf=0, Hold Startpoint=A_in[31], Slowest cell on crit path=clkdlybuf4s50_1, setup TNS=0 ns, CP Capture Type=primary output, area share, top type=between 15 and 20%, Max stage delay on crit path=~0.65 ns, Cell Area, Synth=~6200 sq um, Seq share, synth=0%, layout cell share with drive strength beyond 1=5.93%, run status=finished, final reports clean, area grow syn2layout=17.5%, drt total wl=25400 microns, WHS=slightly above 9 ns, static leakage=just over 3 nW, Max Slew Vio Count=0, post-synthesis cell count from yosys=~920, max frequency=between 0.07 and 0.08 GHz, RSZ-0062 raised after global routing=false, most instantiated logic cell after routing=clkdlybuf4s50_1, worst hold path class=input pin to primary output, Die X=127 microns, Startpoint Class=input pin, I/O Buffers=between 100 and 150, clock buffers=0, hold depth=5, area of the die=roughly 16000 sq um, Finished Layout Cells=~1200, initial antenna violation count=0, Synth cell types=about 95, Core Region=around 15000 sq um, CP Class=input pin to primary output, via count=between 7000 and 8000, synthesized area per cell=between 6 and 7 sq um, diode count=0, max-capacitance violation count=0, cells along the critical path=clkdlybuf4s50_1 > inv_1 > ha_1 > a211oi_1 > nor3_1 > nor3b_1 > o21ai_0 > a221o_1 > a22o_1 > or4_1 > or4b_1 > or4_1 > nor4b_2 > clkdlybuf4s50_1, Post-CTS Setup Bufs=0, Via density=roughly 6.4, Top Ports=roughly 100, global-route wire length before repair=39100 microns, Gate Count Post-Synth=921, Register Area=0 sq um, most common logic cells in the final layout=103 x clkdlybuf4s50_1, 96 x inv_1, 96 x ha_1, 89 x a21oi_1, 70 x nor2_1, vias in the first global route=slightly below 7000, row cnt=~45, Hold Buf Count CTS=0, Remaining DRCs=0, DRT antenna net count=0, die height=127 microns, Worst Path Max Fanout=5, largest net degree at the start of global routing=~42, placed cell count=about 1200, DRT Pass-1 Iters=5, post_cts resized=0, cell type with the largest total area=ha_1, Slew @ Worst Pin=0.703 ns, CP top delay family=simple AND/OR/NAND/NOR gates, Hold Violations, Final=0, synth warn=1, placer congestion estimate=around 1.0, final period utilization=67.6%, flip-flops=0, Required @ worst endpoint=about 16 ns, Worst slew margin=between 50% and 60%, final setup fails=0, Hold Path End=Overflow, WL per Instance=21.8 microns
==> worst min-delay path: stages <==
cell	delay (ns)
clkdlybuf4s50_1	0.55
nor3_1	0.08
mux2i_1	0.12
o21ai_0	0.09
clkdlybuf4s50_1	0.42
==> Yosys cell counts (all sizes together), types with 9 or more instances <==
cell / n
o22ai: 19
a211oi: 15
a21o: 17
a22o: 10
a22oi: 27
nor3: 27
nand2b: 13
a221oi: 13
nand3: 13
nor2: 72
clkbuf: 32
mux2i: 13
and2: 9
o21bai: 12
o211ai: 13
o21ai: 44
a221o: 11
ha: 96
nand2: 57
o31ai: 21
a21oi: 89
o221ai: 17
nor4: 16
inv: 99
buf: 29
nand4: 12
==> area by class of cell <==
type / count / area, sq um
Timing Repair Buffer: 118 / 1140
Fill cell: 1561 / 7890
Tap cell: 188 / 235
Inverter: 99 / 372
Multi-Input combinational cell: 761 / 5560
==> power by group <==
group | total, W | switching [W] | internal (W)
clock network | 0 | 0 | 0
logic | 0.000239 | 0.000136 | 0.000103
registers | 0 | 0 | 0
==> worst max path at each step <==
stage,cells after the start,from,slack [ns],to
final,14,B_in[1],6.35,Zero
after CTS,14,B_in[1],6.48,Zero
after global routing,14,B_in[1],6.09,Zero
==> stage by stage <==
step	utilization, %	cell area (sq um)	setup WS, ns	power, W
6_report	48.1	7310	6.35	0.000239
5_1_grt	48.1	7310	6.09	0.000258
4_1_cts	48.1	7310	6.48	0.000235
3_5_place_dp	48.1	7310	6.50	0.000233
3_3_place_gp	48.1	7310	6.51	0.000235
2_1_floorplan	-	6230	8.25	0.000143
==> kinds of logic (layout without fill, tap and decap cells) <==
kind of cell               Yosys count  count (layout)  share of synthesized area (%)
AOI/OAI and AO/OA                  383             383                           44.5
and+or+nand+nor                    256             256                           21.2
buffers and inverters              160             217                           10.7
adders and majority gates           98              98                           19.9
muxes                               17              17                           2.81
xor gates and xnor gates             7               7                          0.985
==> routing by layer <==
layer	up-vias	global-route usage, %	share of wire (%)
met5	-	0	0
met4	0	8.68	2.8
met3	40	2.92	6.4
met2	309	52.5	46
met1	3484	44.1	45
li1	3608	-	-
Power figures rest on the tool's default switching activity, not on a simulated workload.
